===== flow/run.sh =====
#!/bin/bash
# OpenROAD 26Q1-2900-gdf79404cd8, Yosys 0.63+post, stock flow scripts
make -C /OpenROAD-flow-scripts/flow DESIGN_CONFIG=/design/flow/config.mk WORK_HOME=/design/flow/orfs finish

===== flow/config.mk =====
export PLATFORM = sky130hd
export DESIGN_NAME = ad7693
export DESIGN_NICKNAME = ad7693
export VERILOG_FILES = /design/flow/design.v
export SDC_FILE = /design/flow/constraint.sdc
export NUM_CORES = 4
export LEC_CHECK = 1
export CORE_UTILIZATION = 50

===== flow/constraint.sdc =====
current_design ad7693

set clk_period 10.3
set clk_io_pct 0.2

create_clock -name clk0 -period $clk_period [get_ports {fpga_clk}]

set non_clock_inputs [all_inputs -no_clocks]
set_input_delay [expr $clk_period * $clk_io_pct] -clock clk0 $non_clock_inputs
set_output_delay [expr $clk_period * $clk_io_pct] -clock clk0 [all_outputs]

===== flow/design.v =====
`timescale 1ns / 1ps
module ad7693(
          input fpga_clk,
          input reset_n,
          output adc_cnv,
          output adc_sck,
          input adc_sdo,
          output [15:0]data_out,
          output data_ready
    );
    parameter IDLE=6'b000001;
    parameter CNV_START=6'b000010;
    parameter CNV_END=6'b000100;
    parameter READ_DATA=6'b001000;
    parameter READ_END=6'b010000;
    parameter WAIT_END=6'b100000;
    parameter real SYS_CLK=100;  
    parameter real ADC_CYCLE_TIME=2; 
    parameter real ADC_CNV_TIME=1.6; 
    parameter [31:0] ADC_CYCLE_CNT= SYS_CLK*ADC_CYCLE_TIME-2;
    parameter [31:0] ADC_CNV_CNT= SYS_CLK*ADC_CNV_TIME-2;
    parameter ADC_SCK_PERIOD=5'd15;
    reg [5:0]state;
    reg [5:0]next_state;
    reg [15:0]adc_data;    
    reg data_ready_r;
    reg adc_cnv_r;
    reg adc_sck_en;
    reg [4:0]adc_sck_cnt;
    reg [31:0]adc_tcnv_cnt;
    reg [31:0]adc_tcycle_cnt;
    always @(posedge fpga_clk or negedge reset_n)
      if(!reset_n) state <= IDLE;
      else state <= next_state;
    always @(adc_tcnv_cnt or adc_tcycle_cnt or state)
       begin
         next_state <= IDLE;
         case(state)
              IDLE: begin
                      next_state <= CNV_START;
                     end
         CNV_START: begin
                      if(adc_tcnv_cnt==ADC_CNV_CNT) next_state <= CNV_END;
                      else next_state <= CNV_START;
                      end
           CNV_END: begin
                      next_state <= READ_DATA;
                      end
         READ_DATA: begin
                      if(adc_sck_cnt==ADC_SCK_PERIOD) next_state <= READ_END;
                      else next_state <= READ_DATA;
                      end
         READ_END: begin
                       next_state <= WAIT_END;
                      end
         WAIT_END: begin
                      if(adc_tcycle_cnt == ADC_CYCLE_CNT) next_state <= IDLE;
                      else next_state <= WAIT_END;
                      end
         default: begin
                     next_state <= IDLE;
                     end
        endcase
       end
   always @(posedge fpga_clk or negedge reset_n)
       if(!reset_n) adc_sck_en <= 1'b0;
       else if(state==READ_DATA) adc_sck_en <= 1'b1;
       else adc_sck_en <= 1'b0;
    reg sck_gen;
    always @(posedge fpga_clk or negedge reset_n)
       if(!reset_n) sck_gen <= 1'b1;
       else if(adc_sck_en)
                begin
                   sck_gen <= ~sck_gen;
                  end
    assign adc_sck=sck_gen;
   always @(posedge fpga_clk or negedge reset_n)
     if(!reset_n) 
             begin
                    data_ready_r <= 1'b0;
                    adc_cnv_r <= 1'b0;
                    adc_tcycle_cnt <= 32'd0;
                    adc_tcnv_cnt <= 32'd0;
               end
     else begin
             case(next_state)
                  IDLE: begin
                          data_ready_r <= 1'b0;
                          adc_cnv_r <= 1'b0;
                          adc_tcycle_cnt <= 32'd0;
                          adc_tcnv_cnt <= 32'd0;
                          end
             CNV_START: begin
                          data_ready_r <= 1'b0;
                          adc_cnv_r <= 1'b1;
                          adc_tcycle_cnt <= adc_tcycle_cnt + 1'b1;
                          adc_tcnv_cnt <= adc_tcnv_cnt + 1'b1;
                          end      
               CNV_END: begin
                          data_ready_r <= 1'b0;
                          adc_cnv_r <= 1'b0;
                          adc_tcycle_cnt <= adc_tcycle_cnt + 1'b1;
                          end      
              READ_DATA: begin
                          data_ready_r <= 1'b0;
                          adc_cnv_r <= 1'b0;
                          adc_tcycle_cnt <= adc_tcycle_cnt + 1'b1;
                          end    
              READ_END: begin
                          data_ready_r <= 1'b1;
                          adc_cnv_r <= 1'b0;
                          adc_tcycle_cnt <= adc_tcycle_cnt + 1'b1;
                          end                          
              WAIT_END: begin
                          data_ready_r <= 1'b1;
                          adc_cnv_r <= 1'b0;
                          adc_tcycle_cnt <= adc_tcycle_cnt + 1'b1;
                          end  
              default: begin
                          data_ready_r <= 1'b0;
                          adc_cnv_r <= 1'b0;
                          adc_tcycle_cnt <= 32'd0;
                          adc_tcnv_cnt <= 32'd0;
                          end
              endcase
           end
   assign adc_cnv = adc_cnv_r;
   assign data_ready = data_ready_r;
  always @(negedge sck_gen or negedge reset_n)
    if(!reset_n) begin
            adc_data <= 16'd0;
            adc_sck_cnt <= 6'd0;
            end
    else if (adc_sck_cnt==ADC_SCK_PERIOD)
             begin
               adc_sck_cnt <= 6'd0;
             end
    else if (adc_sck_cnt<ADC_SCK_PERIOD)
          begin
            adc_data <= {adc_data[14:0],adc_sdo};
            adc_sck_cnt <= adc_sck_cnt+ 1'b1;
           end
 assign data_out=adc_data;   
endmodule

==> impl_metrics.json <==
{
  "p_sw_frac": 0.243,
  "top_cell": "dfrtp_1",
  "ys_warn_count": 3,
  "relSlewSlack": 0.444,
  "ir_worst_vdd_uv": 53.3,
  "grt_overflow": 0,
  "ys.flops": 95,
  "p_switching_uw": 122,
  "postCtsHoldBufs": 0,
  "grt_start_max_net_pins": 53,
  "cts_buffer_depth": 2,
  "design_area_um2": 5290,
  "drt_iter0_markers": 142,
  "synth.area.top_cells": "dfrtp_1 38%, dfrtn_1 11%, mux2_2 3.8%, xnor2_1 3.7%, nand2_1 3.4%",
  "top_area_frac": 0.375,
  "track_usage": 0.213,
  "fin_util": 0.569,
  "num_vias": 3568,
  "p_int_uw": 379,
  "p_clk_frac": 0.404,
  "layout.cells.non_filler": 626,
  "worstHoldPathType": "reg -> reg",
  "crit_buf_inv": 1,
  "max_slew.worst_pin.slew_ps": 822,
  "cts_made_buffers": 9,
  "common_cells": "72 x dfrtp_1, 44 x nand2_1, 28 x a21oi_1",
  "coreArea_um2": 9280,
  "num_antenna_cells": 0,
  "pre_cts_slack_ps": 6970,
  "synth.distinct_cells": 60,
  "dp.cells": 610,
  "area_growth_pct": 10.1,
  "path_max_fanout": 23,
  "top_layer": "met4",
  "worstSkewPairLatency_ps": 340,
  "unclocked_regs": 21,
  "fin_worst_skew_ps": 6.65,
  "crit_slowest_cell": "dfstp_2",
  "fmax_ghz": 0.272,
  "slowest_delay_ps": 750,
  "tns_ps": 0,
  "cts_resized": 0,
  "dieHeight_um": 100,
  "synthCells": 475,
  "fp-row-count": 35,
  "max_cap_viol_count": 0,
  "htree_levels": 3,
  "critPathLaunchType": "register",
  "drive_gt1_frac": 0.107,
  "rsz0062_at_grt": "false",
  "ys_seq_share": 0.496,
  "path_class": "reg -> out",
  "grt_pass1_wl_mm": 16.4,
  "yosys-stat-area_um2": 4800,
  "p_leak_nw": 2.32,
  "drt_wl_total_mm": 9.49,
  "async_reset_ff_frac": 1.00,
  "drc": 0,
  "path_delay_family": "flip-flops",
  "initial_utilization": 0.517,
  "worstPathRequired_ps": 8240,
  "grt_pass1_vias": 3415,
  "drtPass1Iterations": 4,
  "die_w_um": 100,
  "num_io_pins": 22,
  "wl_met2_mm": 4.47,
  "critPathArrivalTime_ps": 1620,
  "crit_path_cell_trace": "clkdlybuf4s50_1",
  "untimed_endpoints": 37,
  "io_buffer_count": 21,
  "edf_count": 0,
  "drt-wirelength-per-cell_um": 15.2,
  "place_congestion": 0.803,
  "post-route-min-period_ps": 3680,
  "flop_cell": "dfrtp_1",
  "syn_area_per_cell_um2": 10.1,
  "antenna_found_initial": 0,
  "cts_tree": "yes",
  "cts-root-buf": "clkbuf_8",
  "powerDensity_nw_per_um2": 94.8,
  "hold_viol_final": 0,
  "setup_ws_ps": 6620,
  "slew_violations": 0,
  "worstSetupEndpointType": "output pin",
  "tool_warnings": 27,
  "chipArea_um2": 9990,
  "place_area_um2": 5110,
  "via_per_inst": 5.70,
  "status": "completed",
  "postCtsSetupRepairBufs": 0,
  "hold_ws_ps": 400,
  "clk_pin_slew_worst_paths_ps": 80,
  "ys_cells": 475,
  "netlist.top_cell.by_area": "dfrtp_1",
  "p_seq_frac": 0.580,
  "hpwl_mm": 6.14,
  "finalPower_uw": 501,
  "fin_crit_sh": 0.357,
  "ant_nets": 0,
  "power_frac_comb": 0.016,
  "met1_length_mm": 4.70,
  "netlist_area_um2": 4800,
  "wl_met3_um": 215,
  "setup_viol": 0
}
[sequential cells by signal, indices dropped and copies added, names as in the netlist]
signal          flops
adc_sck_cnt         5
adc_data           16
adc_cnv_r           1
adc_tcnv_cnt       32
adc_tcycle_cnt     32
adc_sck_en          1
data_ready_r        1
sck_gen             1
state               6
[final cells by class]
type | count | area (um^2)
Fill cell | 827 | 4000
Sequential cell | 95 | 2380
Multi-Input combinational cell | 343 | 2270
Timing Repair Buffer | 25 | 238
Tap cell | 129 | 161
Clock buffer | 10 | 128
Inverter | 18 | 67.6
Clock inverter | 6 | 42.5
[path summary, 6_finish.rpt]
kind / start / end / slack (ps) / depth (start not counted)
setup / recovery: sck_gen$_DFFE_PN1P_ / adc_sck / 6620 / 1
hold / removal: adc_sck_en$_DFF_PN0_ / sck_gen$_DFFE_PN1P_ / 400 / 1
setup reg to reg: adc_tcnv_cnt[0]$_DFFE_PN0N_ / adc_tcycle_cnt[22]$_DFF_PN0_ / 7020 / 10
hold reg to reg: adc_sck_en$_DFF_PN0_ / sck_gen$_DFFE_PN1P_ / 400 / 1
max in group asynchronous: reset_n / adc_tcnv_cnt[19]$_DFFE_PN0N_ / 7550 / 2
min in group asynchronous: reset_n / adc_tcnv_cnt[4]$_DFFE_PN0N_ / 1710 / 1
[placed cells by master (no fill, tap or decap), drive strengths merged, types with 4 or more instances in the layout]
cell and count:
dfrtp 72, nand2 44, a21oi 29, nor3 28
and3 24, nor2 23, nand3 22, dfrtn 21
xnor2 20, clkdlybuf4s50 20, inv 19, mux2 16
nand4 15, a211o 15, xor2 14, o21ai 14
clkbuf 10, nor4 9, nor4b 6, a21o 5
and4 5, a31oi 5, ha 5, buf 5
or3 5, or2 4, o211ai 4
[power by group through the flow]
stage / combinational [mW] / sequential, mW / clock (mW)
after CTS: 0.00896 / 0.290 / 0.209
after global routing: 0.00992 / 0.290 / 0.221
final: 0.00815 / 0.290 / 0.202
[metal layers]
layer | GRT usage | vias to the layer above
met4 | 0.0260 | 0
met1 | 0.346 | 1746
met5 | 0 | -
met2 | 0.334 | 42
met3 | 0.0255 | 9
li1 | - | 1771
[worst reg2reg max path, stage by stage (launching register included)]
cell and delay, ps:
dfrtp_1 430, inv_1 80, ha_1 140, nor4b_1 230, nand4_1 270, o21a_1 280
o211ai_4 150, buf_4 520, inv_2 410, nor3_2 550, nor2_1 110
[logic make-up after synthesis]
| group | count (synthesis) | synth area share |
|---|---|---|
| xor+xnor | 34 | 0.0621 |
| compound gates | 89 | 0.127 |
| simple gates | 198 | 0.229 |
| mux | 17 | 0.0396 |
| flops | 95 | 0.496 |
| fa+ha+maj | 5 | 0.0130 |
| buf+inv | 37 | 0.0331 |
